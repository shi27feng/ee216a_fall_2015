==> flow/run.sh <==
#!/bin/bash
# OpenROAD 26Q1-2900-gdf79404cd8, Yosys 0.63+post, stock flow scripts
make -C /OpenROAD-flow-scripts/flow DESIGN_CONFIG=/design/flow/config.mk WORK_HOME=/design/flow/orfs finish
==> flow/config.mk <==
export PLATFORM = sky130hd
export DESIGN_NAME = reg_16
export DESIGN_NICKNAME = reg_16
export VERILOG_FILES = /design/flow/design.v
export SDC_FILE = /design/flow/constraint.sdc
export NUM_CORES = 4
export LEC_CHECK = 1
export CORE_UTILIZATION = 40
==> flow/constraint.sdc <==
current_design reg_16

set clk_period 1.0
set clk_io_pct 0.2

create_clock -name clk0 -period $clk_period [get_ports {clk}]

set non_clock_inputs [all_inputs -no_clocks]
set_input_delay [expr $clk_period * $clk_io_pct] -clock clk0 $non_clock_inputs
set_output_delay [expr $clk_period * $clk_io_pct] -clock clk0 [all_outputs]
==> flow/design.v <==
module reg_16(
	input clk,
	input [31:0] i_reg,
	input srdyi_reg,
	output srdyo_reg,
	output [31:0] o_reg
	);
	reg [31:0] r[0:15];
	reg en[0:15];
	always @(posedge clk) begin
		r[0] <= i_reg;
		r[1] <= r[0];
		r[2] <= r[1];
		r[3] <= r[2];
		r[4] <= r[3];
		r[5] <= r[4];
		r[6] <= r[5];
		r[7] <= r[6];
		r[8] <= r[7];
		r[9] <= r[8];
		r[10] <= r[9];
		r[11] <= r[10];
		r[12] <= r[11];
		r[13] <= r[12];
		r[14] <= r[13];
		r[15] <= r[14];
		en[0] <= srdyi_reg;
		en[1] <= en[0];
		en[2] <= en[1];
		en[3] <= en[2];
		en[4] <= en[3];
		en[5] <= en[4];
		en[6] <= en[5];
		en[7] <= en[6];
		en[8] <= en[7];
		en[9] <= en[8];
		en[10] <= en[9];
		en[11] <= en[10];
		en[12] <= en[11];
		en[13] <= en[12];
		en[14] <= en[13];
		en[15] <= en[14];
	end
	assign o_reg = r[15];
	assign srdyo_reg = en[15];
endmodule
==> results_slide.txt <==
Physical Implementation Snapshot

Status
  • Status: finished with violations
  • Failing checks: negative setup slack

Final timing
  • Worst setup margin: -0.1447 ns
  • Setup TNS: -3.821 ns
  • Final Hold Violating Endpoints: 0
  • Hold WS: 0.1188 ns
  • Setup-failing EPs final: 33
  • Setup repair after global routing missed its margin: yes
  • Final clock skew: 0.01021 ns
  • Final slew viol count: 0
  • FMAX: 873.6 MHz
  • Worst-Margin Slew: 0.1328 ns
  • Final Cycle Share: 114.5%
  • Relative slew slack: 91.14%
  • Tmin final: 1.145 ns

Place
  • GPL Wtd Cong: 0.6373
  • Placed Instances: 929
  • Dpl cell area: 11650 um2
  • Port Buffer Count: 66

Global route
  • Number of global-route vias before repair: 3255
  • First-pass GRT wire length: 15240 um
  • Pin count of the biggest net entering global routing: 18
  • Overall Global Routing Usage: 7.140%
  • GR Overflow Total: 0
  • Initial antenna violation count: 0

Job
  • OpenROAD warnings: 27
  • Max cap viols: 0

Clock tree
  • H-Tree Depth: 2
  • Clk sinks: 528
  • Clock Path Buffers: 3
  • Worst-path clk slew: 0.06 ns
  • Post-CTS Repair Setup Buffers: 0
  • CTS Buf Count: 47
  • CTS tree: done
  • Clock root buffer: clkbuf_16
  • Clk latency late pin: 0.52 ns

Die
  • Starting Density: 40.68%
  • Top Ports: 67
  • Chip area: 27080 um2
  • FP Rows: 59
  • Die height: 164.6 um
  • Core area: 25980 um2
  • Die width: 164.6 um

Logic synthesis
  • Syn Inst Count: 528
  • Post-Syn Area per Cell: 20.02 um2
  • Yosys Instances: 528
  • Synth warnings: 3
  • Post-synth regs: 528
  • Post-synthesis sequential area ratio: 100.0%
  • Yosys chip area: 10570 um2
  • Synthesized area: 10570 um2
  • Cell variety after synth: 1

Critical path
  • Crit path buf inv count: 1
  • CP max stage cell: dfxtp_2
  • CP Max Fanout: 1
  • CP Capture Type: output pin
  • Setup Crit Path Kind: flip-flop to output pin
  • Startpoint types: flip-flop
  • Crit path DRT: 0.80 ns
  • Critical Path AT: 0.94 ns
  • Kind of cell adding the most delay to the critical path: flip-flops
  • Slowest stage delay, CP: 0.32 ns
  • CP cell instances: buf_2

Hold path
  • Worst Hold Class: input pin to flip-flop

Power
  • Pwr dens: 3145 nW/um2
  • Final Total Pwr: 41.51 mW
  • Leakage: 5.535 nW
  • Worst-case vdd ir drop: 1.770 mV

Layout
  • Most numerous logic cells after layout: dfxtp_1, clkbuf_16, clkdlybuf4s50_1, buf_2, bufinv_16
  • Syn-to-layout area delta: 24.88%
  • Layout cells sized above 1: 18.14%
  • Commonest Layout Cell: dfxtp_1
  • Post-Layout Cell Count: 1013
  • Comb area: 0 um2
  • Final instance area: 13200 um2
  • #MultiIn Comb: 0

Drt
  • Via count: 3317
  • Initial DRC Count: 149
  • Vias per cell: 3.274
  • Routed Antenna Nets: 0
  • DRT Wirelength: 9196 um
  • Initial DRT Pass Iterations: 4
  • Antenna diode count: 0
  • DR WL/cell: 9.078 um
  • DRC: 0
-- state kept, by name, indices dropped and copies added, names as in the netlist --
signal,cells
en,16
r,512
-- final timing paths --
| kind | startpoint | end | slack [ns] | cells after the start |
|---|---|---|---|---|
| worst max-delay path | r[15][23]$_DFF_P_ | o_reg[23] | -0.14 | 1 |
| worst min-delay path | i_reg[22] | r[0][22]$_DFF_P_ | 0.12 | 1 |
| worst max register to register | r[0][4]$_DFF_P_ | r[1][4]$_DFF_P_ | 0.57 | 0 |
| worst min register to register | r[7][2]$_DFF_P_ | r[8][2]$_DFF_P_ | 0.32 | 0 |
-- cell usage after synthesis (all sizes together) --
master | instances | area (um2)
dfxtp | 528 | 10570
-- logic make-up (layout without fill, tap and decap cells) --
logic type / count (synthesis) / after routing / synth area share [%]
DFF: 528 / 528 / 100.0
buffers and inverters: 0 / 150 / 0
-- repair_timing --
| action | CTS | global route |
|---|---|---|
| endpoints found under the setup margin | 33 | 33 |
| hold buffers | 0 | 0 |
| resized | 106 | 0 |
-- area by class of cell --
| type | instances | area [um2] |
|---|---|---|
| Timing Repair Buffer | 66 | 495.5 |
| Fill cell | 2049 | 12780 |
| Clock inverter | 31 | 457.9 |
| Sequential cell | 528 | 10580 |
| Tap cell | 335 | 419.2 |
| Clock buffer | 53 | 1249 |
-- metal layers --
metal  GRT usage, %  share of wire (%)  vias up
li1               -                  -     1863
met1          12.15                 54     1319
met2          8.270                 33       99
met3          2.586                7.5       36
met4          3.169                4.7        0
met5              0                  0        -
-- through the flow --
stage	worst slack, ns	util, %
after floorplan	0.5385	-
after global placement	0.06301	44.83
after detailed placement	0.04185	44.83
after CTS	-0.1730	50.80
after global routing	-0.1866	50.80
final	-0.1447	50.80
-- power by group --
part	switching [mW]	internal, mW
sequential	0.235	22.2
combinational	0.0206	0.153
clock	7.27	11.7
Power and IR drop assume default switching activity.
