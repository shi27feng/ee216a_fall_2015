--- /design/flow/design.v ---
module reg_32(
	input clk,
	input [31:0] i_reg,
	input srdyi_reg,
	output srdyo_reg,
	output [31:0] o_reg
	);
	reg [31:0] r[0:31];
	reg en[0:31];
	always @(posedge clk) begin
		r[0] <= i_reg;
		r[1] <= r[0];
		r[2] <= r[1];
		r[3] <= r[2];
		r[4] <= r[3];
		r[5] <= r[4];
		r[6] <= r[5];
		r[7] <= r[6];
		r[8] <= r[7];
		r[9] <= r[8];
		r[10] <= r[9];
		r[11] <= r[10];
		r[12] <= r[11];
		r[13] <= r[12];
		r[14] <= r[13];
		r[15] <= r[14];
		r[16] <= r[15];
		r[17] <= r[16];
		r[18] <= r[17];
		r[19] <= r[18];
		r[20] <= r[19];
		r[21] <= r[20];
		r[22] <= r[21];
		r[23] <= r[22];
		r[24] <= r[23];
		r[25] <= r[24];
		r[26] <= r[25];
		r[27] <= r[26];
		r[28] <= r[27];
		r[29] <= r[28];
		r[30] <= r[29];
		r[31] <= r[30];
		en[0] <= srdyi_reg;
		en[1] <= en[0];
		en[2] <= en[1];
		en[3] <= en[2];
		en[4] <= en[3];
		en[5] <= en[4];
		en[6] <= en[5];
		en[7] <= en[6];
		en[8] <= en[7];
		en[9] <= en[8];
		en[10] <= en[9];
		en[11] <= en[10];
		en[12] <= en[11];
		en[13] <= en[12];
		en[14] <= en[13];
		en[15] <= en[14];
		en[16] <= en[15];
		en[17] <= en[16];
		en[18] <= en[17];
		en[19] <= en[18];
		en[20] <= en[19];
		en[21] <= en[20];
		en[22] <= en[21];
		en[23] <= en[22];
		en[24] <= en[23];
		en[25] <= en[24];
		en[26] <= en[25];
		en[27] <= en[26];
		en[28] <= en[27];
		en[29] <= en[28];
		en[30] <= en[29];
		en[31] <= en[30];
	end
	assign o_reg = r[31];
	assign srdyo_reg = en[31];
endmodule
--- /design/flow/run.sh ---
#!/bin/bash
# OpenROAD 26Q1-2900-gdf79404cd8, Yosys 0.63+post, stock flow scripts
make -C /OpenROAD-flow-scripts/flow DESIGN_CONFIG=/design/flow/config.mk WORK_HOME=/design/flow/orfs finish
--- /design/flow/config.mk ---
export PLATFORM = sky130hd
export DESIGN_NAME = reg_32
export DESIGN_NICKNAME = reg_32
export VERILOG_FILES = /design/flow/design.v
export SDC_FILE = /design/flow/constraint.sdc
export NUM_CORES = 4
export LEC_CHECK = 1
export CORE_UTILIZATION = 40
--- /design/flow/constraint.sdc ---
current_design reg_32

set clk_period 1.0
set clk_io_pct 0.2

create_clock -name clk0 -period $clk_period [get_ports {clk}]

set non_clock_inputs [all_inputs -no_clocks]
set_input_delay [expr $clk_period * $clk_io_pct] -clock clk0 $non_clock_inputs
set_output_delay [expr $clk_period * $clk_io_pct] -clock clk0 [all_outputs]
==> notes.md <==
Observations from the implementation run.

Critical path:
- The run puts the largest fanout on the critical path at 1.
- The run gives the capturing element type of the critical path as a primary output.
- The slowest stage of the critical path belongs to the cell dfxtp_2.
- Together, buffers and inverters on the worst path number 1.
- The run puts the critical path arrival at ~1.0 ns.
- For reference, the critical path cell chain is buf_2.
- The critical path in this run is classified as reg2out.
- The run gives the required time at the worst-slack endpoint as approximately 0.8 ns.
- STA classifies the critical path startpoint as a flip-flop.
- The run gives the gate family responsible for the most delay along the worst path as flip-flops.
- The run puts the worst stage delay on the critical path at 0.31 ns.

Die:
- The run gives the floorplan-stage core utilization as between 40% and 50%.
- The run puts the y dimension of the die at roughly 230 µm.
- The die covers 53,800 µm².
- According to the floorplan report, the placeable core area is between 50,000 and 60,000 µm².
- The run puts the number of top-level pins at roughly 67.
- The run puts the number of core rows at approximately 83.
- The run gives the die width as between 200 and 250 µm.

Yosys:
- The run puts the chip area estimate from yosys synthesis at between 20,000 and 25,000 µm².
- The run puts the tally of unique sky130hd cells used after synthesis at 1.
- The share of synthesized area in the top cell type comes to around 100%.
- The biggest area contributor in the post-synthesis netlist is dfxtp_1.
- Per Yosys stat, the portion of area used by sequential elements is 100%.
- The run puts the average cell area after synthesis at 20.0 µm².
- Once synthesis finished, the tally of register bits stood at around 1,100.
- Yosys attributes the largest share of cell area to dfxtp_1 100%.
- The run gives the yosys synthesis warning count as 3.
- The run puts the gate count after technology mapping at 1,056.
- The run gives the total cells reported by yosys after synthesis as 1,056.
- The run gives the cell area after synthesis as 21,100 µm².

STA:
- The run puts the worst hold margin at slightly below 0.05 ns.
- The run puts the number of endpoints failing setup at the final stage at 33.
- For reference, the final report shows the max-slew violation count at 0.
- Setup repair after global routing could not meet its margin everywhere.
- The run puts the largest clock skew in the final design at between 0.01 and 0.015 ns.
- The run gives the transition time at the pin with the least slew margin as around 0.14 ns.
- The run gives the maximum operating frequency as 822 MHz.
- The worst-case max-slew headroom was logged as between 90% and 100%.
- The routed design could run at a clock period as short as ~1.2 ns.
- Counting endpoints that fail hold in the final report gives 0.
- The run gives the worst path setup slack after routing as -0.217 ns.
- The run gives the part of the cycle the worst path needs as 122%.

Clock tree:
- In the CTS report, the clock slew at the register clock pins of the worst setup and hold paths is listed as 0.06 ns.
- Per the CTS log, the maximum H-tree level is 3.
- The run gives the clock tree from TritonCTS as built.
- The run gives the number of setup buffers added after CTS as 0.
- CTS reports a maximum clock tree buffer depth of 3.
- The run gives the clock latency at the later pin of the worst-skew pair as ~0.60 ns.
- The run puts the clock net sink count at 1,056.
- The run puts the total CTS buffers at 94.
- The tree is rooted in a clkbuf_16.

Outcome:
- The run finished, with violations left.
- The checks that failed: negative setup slack.

Flow run:
- The run gives the total tool warning count as 28.
- The run gives the max-cap check violation count as 0.

Global route:
- The run puts the wire length of the first global-routing pass at around 27,000 µm.
- The run puts the initial antenna violation count at 0.
- Global routing consumed, over all layers together, ~6% of the routing resources.
- The via count of the first global-routing pass is just over 6,000.
- Per the GRT congestion report, total overflow comes to 0.
- The run gives the maximum number of pins on one net before global-route repair as 17.

Worst hold path:
- The run gives the class of the tightest hold or removal check as in2reg.

Drt:
- The run puts the routed length per placed instance at 7.52 µm.
- For this block, the routed nets add up to between 15,000 and 20,000 µm of wire.
- The run gives the vias per cell as 3.35.
- The final route contains between 6,000 and 7,000 vias.
- The run gives the post-detailed-route count of antenna-violating nets as 0.
- For this block, the initial DRC count from the detailed router was about 270.
- The run puts the number of search-and-repair iterations in the first detailed-routing pass at 3.
- 0 antenna diodes ended up in the layout.
- The run puts the number of remaining DRC errors at 0.

Power and ir drop:
- The run gives the peak supply drop as 1.58 mV.
- Summing internal, switching and leakage power gives 79,900 µW.
- For this design the static power due to leakage is ~0.011 µW.
- The run puts the power density over the cells at around 3100 nW/µm².

Layout:
- The run puts the share of final-layout standard cells stronger than drive strength 1 at between 10% and 20%.
- Per the cell usage report, the commonest logic cells after layout are 1,054 x dfxtp_1, 98 x clkbuf_16, 33 x clkdlybuf4s50_1, 33 x buf_2, 27 x clkbuf_1.
- The run puts the signed area change from the synthesized netlist to the final layout at 22.4%.
- In the final layout, the multi-input gates occupy 0 µm².
- The finished layout holds between 1,500 and 2,000 standard cells, fillers aside.
- The run puts the final core utilization at approximately 50%.
- The run gives the count of multi-input combinational gates as 0.
- Among logic cells in the layout, the one with the most instances is dfxtp_1.

Place:
- The run puts the last weighted congestion value of the routability-driven placer at 0.640.
- The run puts the cell total after placement at between 1,500 and 2,000.
- The count of buffers added on input and output ports is ~66.
- The run gives the worst setup timing slack at the placement stage as between 0.03 and 0.04 ns.
[area by class of cell]
class	count	area, µm²
Sequential cell	1056	21100
Tap cell	680	851
Clock inverter	35	432
Timing Repair Buffer	90	736
Clock buffer	136	2710
Fill cell	4107	25900
[state kept, by name, indices dropped and copies added (netlist names)]
signal,cells
en,32
r,1024
[layer usage]
| metal | share of wire [%] | vias to the layer above | global-route usage [%] |
|---|---|---|---|
| li1 | - | 3655 | - |
| met1 | 48 | 2833 | 9.01 |
| met2 | 38 | 143 | 7.87 |
| met3 | 8.8 | 56 | 2.76 |
| met4 | 5.1 | 0 | 3.27 |
| met5 | 0 | - | 0 |
[stage by stage]
stage | instance area (µm²) | TNS (ns)
after global routing | 25900 | -8.30
after detailed placement | 22700 | 0
after CTS | 25900 | -8.29
after global placement | 22700 | 0
after floorplan | 21100 | 0
final | 25900 | -6.25
[path summary, 6_finish.rpt]
kind	endpoint	startpoint	slack (ns)	cells after the start
max	o_reg[22]	r[31][22]	-0.22	1
max reg2reg	r[31][30]	r[30][30]	0.59	0
min reg2reg	r[15][25]	r[14][25]	0.31	0
min	r[0][29]	i_reg[29]	0.05	1
[synth_stat cells]
cell / count
dfxtp_1: 1056
[cells by family after synthesis]
family,share of synthesized area (%)
flops,100
[power breakdown]
group | internal, µW | total [µW] | switching [µW]
clock | 21100 | 35000 | 13800
combinational | 213 | 245 | 31.9
sequential | 44300 | 44700 | 395
total | 65700 | 79900 | 14200
[timing repair]
action | CTS | global route
hold endpoints to repair | 24 | 0
endpoints found under the setup margin | 33 | 33
gates resized | 101 | 0
pin swaps | 0 | 0
hold buffers | 24 | 0
Power is estimated from default activity; no workload was simulated.
