==> design/flow/config.mk <==
export PLATFORM = sky130hd
export DESIGN_NAME = reg_15
export DESIGN_NICKNAME = reg_15
export VERILOG_FILES = /design/flow/design.v
export SDC_FILE = /design/flow/constraint.sdc
export NUM_CORES = 4
export LEC_CHECK = 1
export CORE_UTILIZATION = 50
==> design/flow/design.v <==
module reg_15(
	input clk,
	input [31:0] i_reg,
	input srdyi_reg,
	output srdyo_reg,
	output [31:0] o_reg
	);
	reg [31:0] r[0:14];
	reg en[0:14];
	always @(posedge clk) begin
		r[0] <= i_reg;
		r[1] <= r[0];
		r[2] <= r[1];
		r[3] <= r[2];
		r[4] <= r[3];
		r[5] <= r[4];
		r[6] <= r[5];
		r[7] <= r[6];
		r[8] <= r[7];
		r[9] <= r[8];
		r[10] <= r[9];
		r[11] <= r[10];
		r[12] <= r[11];
		r[13] <= r[12];
		r[14] <= r[13];
		en[0] <= srdyi_reg;
		en[1] <= en[0];
		en[2] <= en[1];
		en[3] <= en[2];
		en[4] <= en[3];
		en[5] <= en[4];
		en[6] <= en[5];
		en[7] <= en[6];
		en[8] <= en[7];
		en[9] <= en[8];
		en[10] <= en[9];
		en[11] <= en[10];
		en[12] <= en[11];
		en[13] <= en[12];
		en[14] <= en[13];
	end
	assign o_reg = r[14];
	assign srdyo_reg = en[14];
endmodule
==> design/flow/constraint.sdc <==
current_design reg_15

set clk_period 1.0
set clk_io_pct 0.2

create_clock -name clk0 -period $clk_period [get_ports {clk}]

set non_clock_inputs [all_inputs -no_clocks]
set_input_delay [expr $clk_period * $clk_io_pct] -clock clk0 $non_clock_inputs
set_output_delay [expr $clk_period * $clk_io_pct] -clock clk0 [all_outputs]
==> design/flow/run.sh <==
#!/bin/bash
# OpenROAD 26Q1-2900-gdf79404cd8, Yosys 0.63+post, stock flow scripts
make -C /OpenROAD-flow-scripts/flow DESIGN_CONFIG=/design/flow/config.mk WORK_HOME=/design/flow/orfs finish
==> Changelog: implementation <==
### Implementation results

- Classification of the worst setup path: reg2out
- Routed wire length: 7540 um
- Mean cell area of the mapped netlist: 20.0 um2
- Required time of the critical path: 800 ps
- Worst-path clk slew: 60 ps
- Synth top area share: 100%
- DP Worst Slack: 53.1 ps
- Total leakage power: 5.12 nW
- Kind of cell adding the most delay to the critical path: flip-flops
- Kind of end point of the critical path: output port
- Dpl cells: 826
- Last weighted congestion value of the routability-driven placer: 0.661
- Measured slew at the worst slew-check pin: 120 ps
- Run status: complete, but fails checks
- Crit path max-delay cell type: dfxtp_2
- Root Buffer: clkbuf_16
- Min setup slack post-route: -107 ps
- Insertion Delay late pin: 510 ps
- CTS tree: built
- Cell row count: 51
- Core footprint: 19500 um2
- Routed via count divided by cell count: 3.53
- Violation count after the first detailed-route iteration: 104
- Combined area of all synthesized cells: 9910 um2
- Worst voltage drop across the vdd grid: 1.46 mV
- Post-route ant nets: 0
- Cell type with the largest total area after synthesis: dfxtp_1
- RSZ-0062 raised after global routing: yes
- Cell area after placement: 10900 um2
- Deepest clock path buffer count: 3
- Routed WL per cell: 8.41 um
- Crit path from: r[14][22]$_DFF_P_
- Combined global-route utilization of all metal layers: 7.98%
- Overflow left after global routing: 0
- Highest clock rate: 904 MHz
- Hold Path Origin: i_reg[6]
- Class of the most critical hold timing path: in2reg
- Post-cts hold-fix buffer tally: 0
- Worst hold slack: 128 ps
- # setup viols final: 33
- Part of the Yosys area used for sequential elements: 100%
- Hold violation count in the final report: 0
- Clock buffer count from CTS: 42
- Cell chain of the critical path: buf_2
- Vertical extent of the die: 143 um
- Pin count of the biggest net entering global routing: 17
- Synthesis-to-layout area growth: 22.3%
- Number of global-route vias before repair: 2930
- Buffers on Ports: 66
- Number of buffers and inverters on the critical path: 1
- Flops after synth: 495
- Cell Count, Final, Fillers Out: 897
- Share of the core filled by cells before placement: 50.9%
- Violated checks: negative setup slack
- Count of yosys warnings during synthesis: 3
- Number of instances in the synthesized netlist: 495
- Io pins: 67
- Chip footprint: 20400 um2
- Chip area in the Yosys report: 9910 um2
- Highest net fanout along the worst path: 1
- Post-CTS Repair Setup Buffers: 0
- Number of design rule violations left after detail routing: 0
- Areal power density over the cells: 3020 nW/um2
- Width of the chip: 143 um
- Count of max-cap constraint violations: 0
- Number of vias in the routed layout: 3169
- Number of diodes added for antenna fixing: 0
- Number of library cell types mapped by synthesis: 1
- Power Total: 36.6 mW
- Final design instance area without fill: 12100 um2
- H-Tree Depth: 2
- Router iterations before antenna repair: 2
- Max Slew Vio Count: 0
- Combined area of the multi-input logic cells: 0 um2
- Yosys Instances: 495
- Most area-consuming cells after synthesis: dfxtp_1 (100%)
- Tool Warnings: 27
- Multi-input logic cell count: 0
- Critical path launch point type: flip-flop
- Clk sinks: 495
- Setup skew after layout: 9.02 ps
- RR Startpoint: r[1][19]$_DFF_P_
- Share of layout cells above drive strength 1: 15.8%
- First-pass GRT wire length: 12600 um
- Resized cells post-CTS: 101
- Largest incremental delay on the critical path: 310 ps
- Max-slew headroom at the worst pin: 92.0%
- Crit path DAT: 910 ps
- Final worst path period share: 111%
- Number of antenna violations at the first check in global routing: 0
- Final critical-path required period: 1110 ps
==> registers in the layout, summed over array words and instances, names as in the netlist <==
| name | flops |
|---|---|
| en | 15 |
| r | 480 |
==> synth_stat cells (all sizes together) <==
cell type	instances
dfxtp	495
==> cells in the final DEF, fill, tap and decap left out, drive strengths merged <==
| cell | synthesis | layout |
|---|---|---|
| dfxtp | 495 | 495 |
| clkbuf | 0 | 61 |
| clkdlybuf4s50 | 0 | 33 |
| buf | 0 | 33 |
| clkinv | 0 | 5 |
| bufinv | 0 | 2 |
| inv | 0 | 2 |
| clkinvlp | 0 | 1 |
==> kinds of logic after synthesis <==
logic type and synth area share, %:
DFF 100
==> per-stage QoR <==
step | util, % | setup TNS [ps]
final | 62.3 | -2940
after global routing | 62.3 | -4530
after CTS | 62.3 | -3900
after detailed placement | 56.0 | 0
after global placement | 56.0 | 0
after floorplan | - | 0
==> final cells by class <==
cell class / count / area, um2
Clock inverter: 10 / 116
Clock buffer: 61 / 1260
Sequential cell: 495 / 9910
Tap cell: 265 / 332
Timing Repair Buffer: 66 / 495
Fill cell: 1345 / 7340
==> metal layers <==
| metal | routed length (um) | global-route usage, % |
|---|---|---|
| met2 | 2640 | 10.0 |
| met5 | 0 | 0 |
| met4 | 277 | 3.23 |
| met1 | 3900 | 12.8 |
| met3 | 721 | 3.45 |
==> where the power goes <==
group          switching [mW]  total, mW  internal (mW)
Sequential              0.205       21.0           20.8
Clock                    6.15       15.4           9.28
Combinational          0.0193      0.172          0.152
==> path summary, 6_finish.rpt <==
path | end | slack (ps) | depth (start not counted)
worst max-delay path | o_reg[22] | -110 | 1
worst min-delay path | r[0][6]$_DFF_P_ | 130 | 1
worst max register to register | r[2][19]$_DFF_P_ | 580 | 0
worst min register to register | r[3][0]$_DFF_P_ | 320 | 0
Power and IR drop assume default switching activity.
